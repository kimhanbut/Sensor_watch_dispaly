<file path="/design/flow/run.sh">
#!/bin/bash
# OpenROAD 26Q1-2900-gdf79404cd8, Yosys 0.63+post, stock flow scripts
make -C /OpenROAD-flow-scripts/flow DESIGN_CONFIG=/design/flow/config.mk WORK_HOME=/design/flow/orfs finish
</file>
<file path="/design/flow/config.mk">
export PLATFORM = sky130hd
export DESIGN_NAME = top_sr04
export DESIGN_NICKNAME = top_sr04
export VERILOG_FILES = /design/flow/design.v
export SDC_FILE = /design/flow/constraint.sdc
export NUM_CORES = 4
export LEC_CHECK = 1
export CORE_AREA = 10 10 104 104
export DIE_AREA = 0 0 114 114
</file>
<file path="/design/flow/constraint.sdc">
current_design top_sr04

set clk_period 2.4
set clk_io_pct 0.2

create_clock -name clk0 -period $clk_period [get_ports {clk}]

set non_clock_inputs [all_inputs -no_clocks]
set_input_delay [expr $clk_period * $clk_io_pct] -clock clk0 $non_clock_inputs
set_output_delay [expr $clk_period * $clk_io_pct] -clock clk0 [all_outputs]
</file>
<file path="/design/flow/design.v">
`timescale 1ns / 1ps
module sr04_controller (
    input        clk,
    input        rst,
    input        start,
    input        echo,
    output       trigger,
    output [9:0] dist,
    output       dist_done
);
    wire w_tick;
    distance U_distance (
        .clk(clk),
        .rst(rst),
        .echo(echo),
        .i_tick(w_tick),
        .distance(dist),
        .dist_done(dist_done)
    );
    start_trigger U_start_trigger (
        .clk(clk),
        .rst(rst),
        .i_tick(w_tick),
        .start(start),
        .o_sr04_trigger(trigger)
    );
    tick_gen U_tick_gen (
        .clk(clk),
        .rst(rst),
        .o_tick_1mhz(w_tick)
    );
endmodule
module distance (
    input        clk,
    input        rst,
    input        echo,
    input        i_tick,                 
    output [9:0] distance,
    output       dist_done
);
    parameter IDLE = 0;
    parameter ECHO = 1;
    reg c_state, n_state;
    reg [5:0] count_reg, count_next;     
    reg [9:0] dist_reg, dist_next;
    reg dist_done_reg, dist_done_next;
    assign distance = dist_reg;
    assign dist_done = dist_done_reg;
    always @(posedge clk, posedge rst) begin
        if (rst) begin
            c_state       <= 0;
            count_reg     <= 0;
            dist_reg      <= 0;
            dist_done_reg <= 0;
        end
        else begin
            c_state       <= n_state;
            count_reg     <= count_next;
            dist_reg      <= dist_next;
            dist_done_reg <= dist_done_next;
        end
    end
    always @(*) begin
        n_state        = c_state;
        count_next     = count_reg;
        dist_next      = dist_reg;
        dist_done_next = dist_done_reg;
        case (c_state)
            IDLE : begin
                dist_done_next = 0;
                if (i_tick) begin
                    if (echo) begin
                        n_state = ECHO;
                        dist_next = 0;
                    end
                end
            end
            ECHO : begin
                if (i_tick) begin
                    count_next = count_reg + 1;
                    if (count_reg == 58) begin
                        count_next = 0;
                        dist_next = dist_reg + 1;
                    end
                    else if (!echo) begin
                        n_state = IDLE;
                        count_next = 0;
                        dist_done_next = 1;
                    end
                end
            end 
        endcase
    end
endmodule
module start_trigger (
    input  clk,
    input  rst,
    input  i_tick,
    input  start,
    output o_sr04_trigger
);
    reg state_reg, state_next;
    reg [3:0] count_reg, count_next;         
    reg sr04_trigg_reg, sr04_tirgg_next;
    assign o_sr04_trigger = sr04_trigg_reg;
    always @(posedge clk, posedge rst) begin
        if (rst) begin
            state_reg      <= 0;
            sr04_trigg_reg <= 0;
            count_reg      <= 0;
        end else begin
            state_reg      <= state_next;
            sr04_trigg_reg <= sr04_tirgg_next;
            count_reg      <= count_next;
        end
    end
    always @(*) begin
        state_next      = state_reg;
        sr04_tirgg_next = sr04_trigg_reg;
        count_next      = count_reg;
        case (state_reg)
            0: begin
                count_next      = 0;
                sr04_tirgg_next = 1'b0;
                if (start) begin
                    state_next = 1;
                end
            end
            1: begin
                if (i_tick) begin
                    sr04_tirgg_next = 1'b1;
                    count_next = count_reg + 1;
                    if (count_reg == 10) begin
                        state_next = 0;
                    end
                end
            end
        endcase
    end
endmodule
module tick_gen (
    input  clk,
    input  rst,
    output o_tick_1mhz
);
    parameter F_COUNT = 100;   
    reg [$clog2(F_COUNT-1):0] count;
    reg tick;
    assign o_tick_1mhz = tick;
    always @(posedge clk, posedge rst) begin
        if (rst) begin
            count <= 0;
            tick  <= 0;
        end else begin
            if (count == (F_COUNT-1)) begin
                count <= 0;
                tick  <= 1'b1;
            end else begin
                count <= count + 1;
                tick  <= 1'b0;
            end
        end
    end
endmodule
`timescale 1ns / 1ps
module top_sr04 (
    input        clk,
    input        rst,
    input        start,
    input        echo,
    output       trigger,
    output [9:0] dist_data
);
    sr04_controller U_sr04_controller (
        .clk(clk),
        .rst(rst),
        .start(start),
        .echo(echo),
        .trigger(trigger),
        .dist(dist_data),
        .dist_done()
    );
endmodule
</file>
==> run notes <==
Results of an implementation run.

The post-route netlist has about 9.7% of its cells at a drive strength greater than 1. Clock latency on the worst-skew pair, taken at its later pin, is around 0.28 ns. The setup clock skew after layout is roughly 0.0047 ns. Per the placement report, the placed cell count is between 200 and 300. The achievable frequency is 459 MHz. The minimum clock period is 2.18 ns.

The switching component of the power was reported as roughly 0.20 mW. The clock network power share is 43.0%. Entering global routing, the biggest net connects 33 pins.

Post-synth the commonest register cell is sky130_fd_sc_hd__dfrtp_1. The worst hold-check path type is flop to flop. The placement-stage cell area is roughly 0.0019 mm². Post-route period utilization is reported as approximately nine tenths. For this run, asynchronously set or reset flops after synthesis account for about 100%.

Hold repair after CTS inserted 0 buffers. The cell-mix breakdown from Yosys lists the compound-gate area share as about a tenth. The number of clock sinks is 32. The register with the most flip-flops in the layout has 10 of them. Per report_power, the combinational group accounts for ~2.0% of the total. The vertical extent of the die is between 100 and 150 µm.

In this run the clock root is driven by a sky130_fd_sc_hd__clkbuf_8. Once detail routing completed, the nets flagged for antenna violations numbered 0. The final hold violation count recorded for this run is 0. The via count of the first global-routing pass is between 1000 and 1500.

The number of core rows is 34. The clock tree from TritonCTS is built. Per the OpenROAD power report, leakage power amounts to just over 0.8 nW. Per the post-run analysis, buffers plus inverters along the critical path come to 1. The number of remaining DRC errors is 0. The half-perimeter wire length after detailed placement is approximately 2300 µm. The share of the synthesized netlist area taken by xor and xnor gates is 6.47%.

The critical path runs through a total of 6 cells. The main logic family after synthesis is simple AND/OR/NAND/NOR gates. STA reports a reg2reg setup slack of 0.22 ns. The wire length of the first global-routing pass is slightly below 6000 µm. The run finished with clean final reports. The placement report lists the number of port buffers as 14. Setup repair after global routing left no endpoint under its margin. The average wire per standard cell is ~11 µm.

The cell family with the largest share of critical-path delay is simple AND/OR/NAND/NOR gates. The cell depth of the worst flop-to-flop path is 6. The fraction of power spent switching nets is between 20% and 30%. The internal power consumption is just under 0.8 mW. The count of different cell masters after synthesis is 37. The total cells reported by yosys after synthesis is approximately 160.

For the worst setup path, the data arrival time is between 2 and 2.5 ns. The headroom to the max-slew limit is ~58%. The critical path data required time is about 2.6 ns. The number of logged tool warnings is 27. The dominant cell type by area after synthesis is sky130_fd_sc_hd__dfrtp_1. After filler insertion, the fill cell instance count of the layout stands at between 900 and 1000. The tool flagged a number of max-cap violations equal to 0. The count of final max-slew check failures is 0. Across the whole layout, storage elements account for between 800 and 900 µm². In this run the biggest area consumer among cell types represents 49.3% of the synthesized area.

15 I/O pins were placed. The count of warnings emitted by yosys is 3. The chip area is roughly 0.013 mm². Total power normalized to cell area comes to a little under 500 mW/mm². The kind of end point of the critical path is a flop. In this run the cell area of the synthesized design comes to 0.00162 mm². The number of storage elements in the synthesis netlist is 32. Before CTS, the worst setup slack after placement is around 0.24 ns. The peak fanout along the critical path is 9. The layout overhead on the synthesized area is 23.0%. Leaving out buffers and inverters, the combinational logic in the layout accounts for approximately 770 µm². The final report lists the setup-violating endpoint count as 0. The ratio of routed vias to standard cells is between 4 and 5. The routed design has approximately 3300 µm of wire. On the reported timing paths, the clock transition at the registers reads about 0.060 ns. Post-CTS repair changed the size of 0 cells. Per the OpenROAD floorplan log, the area of the core is between 0.008 and 0.009 mm².

The final cell area excluding filler cells is 0.00200 mm². The number of antenna violations at the first check in global routing is 0. The worst supply voltage drop on vdd is about 0.28 mV. The post-synth tally of flip-flops with integrated enable is 0. The H-tree was split into 2 levels. The iteration-0 DRC count of the detailed router is 74. The chip width is roughly 110 µm.

The transition at the pin with the smallest max-transition slack is ~0.63 ns. In the global route stage, overall resource usage came out at 5.33%. The completed layout was analyzed and its total power is 0.981 mW.

The total congestion overflow is 0. The start point of the critical path is U_sr04_controller.U_distance.count_reg[0]$_DFFE_PP0P_. The placement summary gives the final routability congestion estimate as 0.781. After clock tree synthesis, the setup repair step added 0 buffers.

The number of diodes added for antenna fixing is 0. The worst register-to-register path begins at U_sr04_controller.U_distance.count_reg[0]$_DFFE_PP0P_. The post-synthesis simple-gate area fraction is roughly a quarter. In this run the deepest clock path goes through 2 buffers. The per-instance average area after synthesis is a little under 10 µm². The finished layout holds between 200 and 300 standard cells, fillers aside.

The number of instances in the synthesized netlist is between 150 and 200. The worst setup margin is around 0.22 ns. After synthesis, the chip area reported by Yosys is roughly 0.0016 mm².

The mux contribution to synthesized area is approximately 3%. Walking the worst path, the cells encountered are inv_1 > ha_1 > nand4_2 > or2_1 > or4_4 > mux2_4. Sorting the synthesized cells by area gives the leading types as sky130_fd_sc_hd__dfrtp_1 (49%), sky130_fd_sc_hd__ha_1 (4.6%), sky130_fd_sc_hd__nand3_1 (4.6%), sky130_fd_sc_hd__xnor2_1 (4.3%), sky130_fd_sc_hd__nand2_1 (3.7%).

The total number of vias is about 1200. The number of clock buffers inserted by TritonCTS is 5. Summing the areas of all fa, ha and maj instances in the mapped netlist gives about 4.6% of the synthesized area. In this run the worst setup path terminates at U_sr04_controller.U_distance.dist_reg[8]$_DFFE_PP0P_. The kind of critical path is flop to flop. The sequential share of the synthesized area is 49.3%.

For this run, the slowest stage of the critical path takes around 0.55 ns. The pre-placement core utilization is between 10% and 20%. STA classifies the critical path startpoint as a flop. The number of detailed-route iterations in the first pass is 4.

The final layout reports a setup TNS of 0 ns. The timing report shows that the slowest cell on the worst path is sky130_fd_sc_hd__or4_4. The reg-to-reg critical path endpoint is U_sr04_controller.U_distance.dist_reg[8]$_DFFE_PP0P_. The part of the power in registers is a little under three fifths.
-- stage by stage --
stage / utilization, % / hold slack, ns
floorplan: - / 0.441
global placement: 22.0 / 0.461
detailed placement: 22.0 / 0.458
CTS: 23.0 / 0.474
global route: 23.0 / 0.510
finish: 23.0 / 0.466
-- metal layers --
| metal | share of wire (%) | track usage, % | wire length (µm) | vias up |
|---|---|---|---|---|
| li1 | - | - | - | 616 |
| met5 | 0 | 0 | 0 | - |
| met3 | 3.8 | 1.38 | 124 | 5 |
| met4 | 1.5 | 0.835 | 48 | 0 |
| met2 | 45 | 7.82 | 1470 | 17 |
| met1 | 50 | 7.86 | 1640 | 588 |
-- cells in the mapped netlist (all sizes together) (2+ instances only) --
cell and number:
o311ai 3, o31ai 3, nor4 3, and2 5, clkbuf 5, nor2 15
nand4 5, nor2b 5, nand2 16, mux2 3, xnor2 8, dfrtp 32
o21ai 10, a21oi 2, a22o 2, or3 2, inv 6, xor2 4
ha 6, nand3 15
-- cell families (layout without fill, tap and decap cells) --
group	after synthesis	count (layout)
AOI/OAI and AO/OA	24	24
xor gates and xnor gates	12	12
adders and majority gates	6	6
buffers and inverters	12	33
DFF	32	32
muxes	4	4
and+or+nand+nor	74	74
-- worst reg2reg max path, stage by stage, from the launching register on --
cell and delay, ns:
sky130_fd_sc_hd__dfrtp_1 0.42, sky130_fd_sc_hd__inv_1 0.08, sky130_fd_sc_hd__ha_1 0.17, sky130_fd_sc_hd__nand4_2 0.18
sky130_fd_sc_hd__or2_1 0.37, sky130_fd_sc_hd__or4_4 0.55, sky130_fd_sc_hd__mux2_4 0.30
-- layout make-up --
cell class,instances,share of cell area [%]
Clock buffer,8,4.51
Inverter,6,1.13
Multi-Input combinational cell,120,38.6
Sequential cell,32,40.1
Tap cell,108,6.77
Timing Repair Buffer,19,8.90
-- power by group through the flow --
stage,clock (mW),combinational [mW],sequential [mW]
4_1_cts,0.440,0.0209,0.539
5_1_grt,0.459,0.0229,0.539
6_report,0.422,0.0196,0.539
-- worst min path at each step --
stage,start,to,slack [ns],cells past startpoint
4_1_cts,U_sr04_controller.U_tick_gen.count[7]$_DFF_PP0_,U_sr04_controller.U_tick_gen.count[7]$_DFF_PP0_,0.47,1
6_report,U_sr04_controller.U_tick_gen.count[7]$_DFF_PP0_,U_sr04_controller.U_tick_gen.count[7]$_DFF_PP0_,0.47,1
5_1_grt,U_sr04_controller.U_tick_gen.count[7]$_DFF_PP0_,U_sr04_controller.U_tick_gen.count[7]$_DFF_PP0_,0.51,1
-- cells in the final DEF (no fill, tap or decap), types with 2 or more instances in the layout --
cell,count
sky130_fd_sc_hd__a21oi_1,2
sky130_fd_sc_hd__a22o_1,2
sky130_fd_sc_hd__and2_1,5
sky130_fd_sc_hd__buf_4,5
sky130_fd_sc_hd__clkbuf_1,2
sky130_fd_sc_hd__clkbuf_8,6
sky130_fd_sc_hd__clkdlybuf4s50_1,14
sky130_fd_sc_hd__dfrtp_1,32
sky130_fd_sc_hd__ha_1,6
sky130_fd_sc_hd__inv_1,6
sky130_fd_sc_hd__mux2_2,2
sky130_fd_sc_hd__nand2_1,16
sky130_fd_sc_hd__nand3_1,15
sky130_fd_sc_hd__nand4_1,4
sky130_fd_sc_hd__nor2_1,15
sky130_fd_sc_hd__nor2b_1,5
sky130_fd_sc_hd__nor4_1,3
sky130_fd_sc_hd__o21ai_0,10
sky130_fd_sc_hd__o311ai_0,2
sky130_fd_sc_hd__o31ai_1,3
sky130_fd_sc_hd__or3_1,2
sky130_fd_sc_hd__xnor2_1,8
sky130_fd_sc_hd__xor2_1,4
No activity file was given, so power comes from the tool's default toggle rates.
